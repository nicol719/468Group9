`/design/flow/run.sh`:
```
#!/bin/bash
# OpenROAD 26Q1-2900-gdf79404cd8, Yosys 0.63+post, stock flow scripts
make -C /OpenROAD-flow-scripts/flow DESIGN_CONFIG=/design/flow/config.mk WORK_HOME=/design/flow/orfs finish
```
`/design/flow/config.mk`:
```
export PLATFORM = sky130hd
export DESIGN_NAME = state_machine
export DESIGN_NICKNAME = state_machine
export VERILOG_FILES = /design/flow/design.v
export SDC_FILE = /design/flow/constraint.sdc
export NUM_CORES = 4
export LEC_CHECK = 1
export CORE_AREA = 10 10 87 87
export DIE_AREA = 0 0 97 97
```
`/design/flow/constraint.sdc`:
```
current_design state_machine

set clk_period 1.2
set clk_io_pct 0.2

create_clock -name clk0 -period $clk_period [get_ports {clk}]

set non_clock_inputs [all_inputs -no_clocks]
set_input_delay [expr $clk_period * $clk_io_pct] -clock clk0 $non_clock_inputs
set_output_delay [expr $clk_period * $clk_io_pct] -clock clk0 [all_outputs]
```
`/design/flow/design.v`:
```
module state_machine(clk, reset, instruction_in, instruction_out, PC_out, current_state);
input clk, reset;
input [31:0] instruction_in;  
output [31:0] instruction_out;  
reg [31:0] instruction_out;
output [15:0] PC_out;  
reg [15:0] PC_out;
parameter S0 = 2'b00, S1 = 2'b01, S2 = 2'b10;
output [1:0] current_state;
reg [1:0] next_state, current_state;
always @(posedge clk or negedge reset)
	begin
		if (!reset) 
		begin
		current_state <= S0;
		PC_out <= 0;
		end
		else current_state<= next_state;
	end
always @(posedge clk)
	begin
		case(current_state)
			S0:next_state = S1;
			S1: next_state = S2;
			S2: next_state = S0;
			default:begin  
			next_state = S0;
			PC_out = 0;
			end
		endcase
	end
always @(current_state)
begin
if(current_state == S2)
begin
PC_out = PC_out + 1;
instruction_out = instruction_in;
end
end
endmodule
```
==> impl_metrics.yaml <==
# physical design summary
global_routing:
  antenna_found_initial: 0
  overflow: 0
  grt_pass1_vias: 583
  grtUsageTotal: 0.0446
  grt_max_degree: 33
  grt_pass1_wl_mm: 3.55
critical_path:
  arrival_ns: 0.85
  required_ns: 0.96
  end_kind: "output pin"
  cp_num_buf_inv: 1
  worstPathMaxFanout: 4
  crit_slowest_cell: "dfrtp_1"
  worst-setup-path-type: "register to output pin"
  slowest_delay_ns: 0.39
  cp-start-kind: "register"
  cp_top_family: "flip-flops"
  crit_chain: "dlygate4sd2_1"
layout:
  seq_area_um2: 571
  fill_cells: 585
  comb_area_um2: 78.8
  drive_gt1_frac: 0.0472
  stdcell_count: 199
  area_growth_pct: 105
placement:
  io_buffers: 67
  dp_slack_ns: 0.133
  hpwl_mm: 2.06
  place.gp.congestion: 0.733
  dp_cells: 196
logic_synthesis:
  ff_type: "dlxtn_1"
  avgSynthCellArea_um2: 12.7
  area_leaders: "dlxtn_1, buf_4, dfrtp_1"
  ys_cells: 56
  synth_cell_types: 8
  synthArstFlopShare: 0.0556
  top_cells_by_count: "dlxtn_1, buf_4, dfrtp_1, dfxtp_1"
  synth_area_um2: 713
  yosys_warnings: 65
  ys_chip_area_um2: 713
  top_cell_area_share: 0.674
  syn-instance-count: 56
  yosysMostFrequentCell: "dlxtn_1"
  synth_flop_count: 36
  synth_top_cell_by_area: "dlxtn_1"
  synth-edff-count: 0
cts:
  clkTransAtPathRegs_ns: 0.03
  htreeDepth: 1
  cts_inserted_buffers: 3
  postCtsSetupRepairBufs: 0
  clockBufferDepth: 2
  cts_tree: "yes"
  root_buffer: "clkbuf_8"
  insertion_delay_ns: 0.21
power:
  pwr-share-seq: 0.278
  p_sw_frac: 0.149
  switching_power_mw: 0.0797
  p_leak_nw: 0.665
  ir_worst_vdd_mv: 0.666
  combinationalPowerShare: 0.202
  p_int_mw: 0.454
  p_per_area_nw_per_um2: 364
  p_clk_frac: 0.520
  p_total_mw: 0.533
job:
  tool_warnings: 25
  cap_violations: 0
timing:
  skew_ns: 0.00336
  grt_setup_unrepaired: "no"
  slew_violations: 0
  fmax_ghz: 0.914
  setup_tns_ns: 0
  min_period_ns: 1.09
  setup_violations: 0
  period_used_share: 0.911
  unclocked_regs: 32
  hold_viol_final: 0
  finalWorstSetupSlack_ns: 0.106
  untimed_endpoints: 64
route:
  drc: 0
  viasPerCell: 2.90
  drt_iter0_drc: 6
  dr.pass1.iters: 2
  vias: 578
  finalWirelength_mm: 2.37
  wire_per_inst_um: 11.9
  antenna_left: 0
  num_antenna_cells: 0
floorplan:
  die-height_um: 97
  fp_util: 0.126
  std_cell_rows: 27
  die_x_um: 97
  ios: 84
  chip_area_um2: 9410
  core_area_um2: 5640
outcome:
  outcome: "finished, final reports clean"
worst_hold_path:
  hold_path.class: "input port to asynchronous set/reset pin"
==> routing by layer <==
metal / vias up / part of all wire / track usage
met1: 252 / 0.43 / 0.0530
met5: - / 0 / 0
met4: 0 / 0 / 0.00225
met2: 49 / 0.44 / 0.0711
li1: 277 / - / -
met3: 0 / 0.13 / 0.0265
==> power by group through the flow <==
stage     logic [mW]  registers, mW  clock network, mW
5_1_grt        0.116          0.148              0.298
6_report       0.108          0.148              0.277
4_1_cts        0.110          0.148              0.287
==> through the flow <==
step                area, µm²   util  hold WS [ns]
global placement         1430  0.253         0.318
detailed placement       1430  0.253         0.321
finish                   1460  0.259         0.192
global route             1460  0.259         0.192
CTS                      1460  0.259         0.191
floorplan                 769      -       -0.0556
==> logic make-up (layout without fill, tap and decap cells) <==
kind of cell | count (synthesis) | in the layout | share of synthesized area
buffers and inverters | 16 | 72 | 0.168
DFF | 4 | 4 | 0.126
latches | 32 | 32 | 0.674
other | 1 | 16 | 0.00526
and+or+nand+nor | 3 | 3 | 0.0263
==> state kept, by name (all words and copies together) (netlist names) <==
signal / flops
next_state: 2
instruction_out: 32
current_state: 2
==> path summary, 6_finish.rpt <==
| kind | start | endpoint | slack [ns] | cells after the start |
|---|---|---|---|---|
| setup / recovery | current_state[0] | current_state[0] | 0.11 | 1 |
| hold / removal | reset | current_state[0] | 0.19 | 1 |
| setup reg to reg | current_state[1] | next_state[1] | 0.54 | 2 |
| hold reg to reg | next_state[0] | current_state[0] | 0.32 | 0 |
| max in group asynchronous | reset | current_state[1] | 0.88 | 1 |
| min in group clk0 | next_state[0] | current_state[0] | 0.32 | 0 |
==> cell usage in the layout, fill, tap and decap left out <==
master,count
nand2b_1,1
dfrtp_1,2
dlxtn_1,32
buf_4,2
nor2_1,1
clkbuf_8,3
clkdlybuf4s50_1,65
conb_1,16
nor2b_2,1
dfxtp_1,2
dlygate4sd2_1,2
==> final cells by class <==
type	count	area share
timing repair buffer	69	0.467
sequential	36	0.390
tap	72	0.0615
multi-input combinational	19	0.0538
clock buffer	3	0.0282
==> timing repair <==
| action | in CTS | in global routing |
|---|---|---|
| resized | 2 | 0 |
| setup endpoints to repair | 2 | 0 |
| hold buffers | 0 | 0 |
Power and IR drop assume default switching activity.
