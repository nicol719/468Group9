--- flow/design.v ---
module memory_access_block(reset, data_in, data_out, read_write, address, LDR, source_1, source_2, alu_result, op_code, PC_instruction);
	input reset;
	input [3:0] op_code;
	input [15:0] PC_instruction;
	input [31:0] source_1, source_2, alu_result, data_in;
	output reg read_write;
	output [15:0] address;
	output [31:0] data_out, LDR;
	reg LDR_select;
	reg address_select;
	assign data_out = source_2;
	mux_2by1 LDR_mux(LDR_select, alu_result, data_in, LDR);
	mux_2by1 #(16) address_mux(address_select, source_1[15:0], PC_instruction, address);
	always @(negedge reset)
	begin
		if (!reset) 
		begin
			read_write = 1'b1;  
			address_select = 1'b0;  
		end		
	end
	always @ (op_code)
	begin
		case (op_code)
			4'b0000: begin  
						LDR_select = 1'b1;  
						read_write = 1'b1;  
						address_select = 1'b0;  
					end
			4'b0001:begin  
						LDR_select = 1'b1;
						read_write = 1'b1;
						address_select = 1'b0;
					end
			4'b0010:begin  
						LDR_select = 1'b1;
						read_write = 1'b1;
						address_select = 1'b0;
					end
			4'b0011:begin  
						LDR_select = 1'b1;
						read_write = 1'b1;
						address_select = 1'b0;
					end
			4'b0100:begin  
						LDR_select = 1'b1;
						read_write = 1'b1;
						address_select = 1'b0;
					end
			4'b0101:begin  
						LDR_select = 1'b1;
						read_write = 1'b1;
						address_select = 1'b0;
					end
			4'b0110:begin  
						LDR_select = 1'b1;
						read_write = 1'b1;
						address_select = 1'b0;
					end
			4'b0111:begin  
						LDR_select = 1'b1;
						read_write = 1'b1;
						address_select = 1'b0;
					end
			4'b1000:begin  
						LDR_select = 1'b1;
						read_write = 1'b1;
						address_select = 1'b0;
					end
			4'b1001:begin  
						LDR_select = 1'b1;
						read_write = 1'b1;
						address_select = 1'b0;
					end
			4'b1010:begin  
						LDR_select = 1'b1;
						read_write = 1'b1;
						address_select = 1'b0;
					end
			4'b1011:begin  
						LDR_select = 1'b1;  
						read_write = 1'b1;
						address_select = 1'b0;
					end
			4'b1100:begin  
						LDR_select = 1'b1;
						read_write = 1'b1;
						address_select = 1'b0;
					end
			4'b1101:begin  
						LDR_select = 1'b0;  
						read_write = 1'b1;  
						address_select = 1'b1;   
					end
			4'b1110:begin  
						LDR_select = 1'b1;  
						read_write = 1'b0;  
						address_select = 1'b1;  
					end
			4'b1111:begin  
						LDR_select = 1'b1;  
						read_write = 1'b1;
						address_select = 1'b0;						
					end
			default:begin
						LDR_select = 1'b1;  
						read_write = 1'b1;
						address_select = 1'b0;
					end
		endcase
	end
endmodule
module mux_2by1(select, in_1, in_2, out);
	parameter width = 32;
	input select;
	input [width-1:0] in_1, in_2;
	output [width-1:0] out; 
	assign out = select ? in_1: in_2;
endmodule
--- flow/run.sh ---
#!/bin/bash
# OpenROAD 26Q1-2900-gdf79404cd8, Yosys 0.63+post, stock flow scripts
make -C /OpenROAD-flow-scripts/flow DESIGN_CONFIG=/design/flow/config.mk WORK_HOME=/design/flow/orfs finish
--- flow/config.mk ---
export PLATFORM = sky130hd
export DESIGN_NAME = memory_access_block
export DESIGN_NICKNAME = memory_access_block
export VERILOG_FILES = /design/flow/design.v
export SDC_FILE = /design/flow/constraint.sdc
export NUM_CORES = 4
export LEC_CHECK = 1
export CORE_AREA = 10 10 97 97
export DIE_AREA = 0 0 107 107
--- flow/constraint.sdc ---
current_design memory_access_block

set clk_period 5.6
set clk_io_pct 0.2

create_clock -name clk0 -period $clk_period [get_ports {reset}]

set non_clock_inputs [all_inputs -no_clocks]
set_input_delay [expr $clk_period * $clk_io_pct] -clock clk0 $non_clock_inputs
set_output_delay [expr $clk_period * $clk_io_pct] -clock clk0 [all_outputs]
==> flow_metrics.tcl <==
# place-and-route summary
set metrics [dict create \
    outcome "finished, final reports clean" \
    drt-wirelength-per-cell_um 14.6 \
    post-place-ws_ns 1.24 \
    critPathLaunch "op_code[0]" \
    via_per_inst 3.13 \
    routabilityCongestion 0.742 \
    period_minus_slack_ns 4.32 \
    seqCellArea_sq_um 0 \
    chipArea_sq_um 11400 \
    antenna_found_initial 0 \
    warning_count 60 \
    fp_util_pct 12.4 \
    netlist_instances 86 \
    drv_slew 0 \
    io_pins 230 \
    wl_met3_um 461 \
    hold_viol_final 0 \
    syn-cell-area_sq_um 902 \
    setup_viol 0 \
    whs_ns 2.24 \
    cp_max_fo 17 \
    critPathArrivalTime_ns 3.20 \
    die_w_um 107 \
    syn2layout_area_growth_pct 81.0 \
    grt_pass1_vias 840 \
    peakVddDrop_v 0.0000197 \
    ys_types 6 \
    grt_pass1_wl_um 4930 \
    io_buffer_count 100 \
    postRouteAntennaNets 0 \
    topCellsByArea "mux2_4 50%, buf_4 41%, buf_6 3.7%" \
    fin_tns_setup_ns 0 \
    hold_path_class "primary input to output port" \
    pwr_density_cell_nw_per_um2 62.6 \
    dr.pass1.iters 3 \
    ctsHoldBuffers 0 \
    synth.top_cell.area_share_pct 49.9 \
    final_common_cell "clkdlybuf4s50_1" \
    max_clock_freq_mhz 232 \
    cts_resized 0 \
    topRoutingLayerUsed "met4" \
    rows 31 \
    final_cell_mix "100 x clkdlybuf4s50_1, 30 x mux2_4, 2 x mux2_2" \
    yosysChipArea_sq_um 902 \
    overflow 0 \
    core-area_sq_um 7290 \
    period_used_pct 77.1 \
    met2_length_um 1540 \
    ff_count 0 \
    seq_area_frac_synth_pct 0 \
    m1WireLength_um 1310 \
    remaining_drc_errors 0 \
    required_ns 4.48 \
    rsz0062_at_grt "no" \
    syn_area_per_cell_sq_um 10.5 \
    clockBufferCount 0 \
    cts_setup_buffers 0 \
    drt_iter0_markers 13 \
    crit_type "primary input to output port" \
    num_vias 732 \
    critPathCaptureType "output port" \
    drive_above_1_share_pct 25.2 \
    worst_setup_path_start_kind "primary input" \
    routed_wl_um 3410 \
    yosysTopAreaCell "mux2_4" \
    die_h_um 107 \
    total_power_mw 0.102 \
    fin_ws_ns 1.28 \
    crit_end "LDR[11]" \
    yosys_warnings 5 \
    grt_usage_pct 5.32 \
    cap_violations 0 \
    power.leakage_nw 0.707 \
    ys_cells 86 \
    grt_start_max_net_pins 18 \
    diodes 0 \
]
## synth_stat cells, drive strengths merged
library cell and count:
buf 52, mux2 32, conb 1, nand4b 1
## metrics by stage
stage	area [sq um]	utilization (%)	instances
final	1630	22.4	234
after global routing	1630	22.4	234
after CTS	1630	22.4	234
after detailed placement	1630	22.4	234
after global placement	1630	22.4	234
after floorplan	902	-	86
## critical path, stage by stage
cell and delay (ns):
clkdlybuf4s50_1 0.51, nand4b_4 0.39, buf_4 0.40, mux2_4 0.32, clkdlybuf4s50_1 0.43
## cells by family after synthesis
| logic type | share of synthesized area (%) |
|---|---|
| buf+inv | 44.5 |
| other cells | 0.416 |
| mux | 52.4 |
| simple gates | 2.63 |
## power breakdown
part	switching, mW	internal (mW)	leakage (nW)
Clock	0	0	0
Combinational	0.0164	0.0857	0.707
Sequential	0	0	0
Total	0.0164	0.0857	0.707
## area by class of cell
cell class	count	area, sq um
fillers	810	5660
multi-input cells	34	500
well taps	99	124
repair buffers	101	1010
## routing by layer
| layer | vias to the layer above | global-route usage [%] |
|---|---|---|
| met1 | 297 | 5.96 |
| met3 | 18 | 2.97 |
| met2 | 81 | 8.34 |
| li1 | 336 | - |
| met4 | 0 | 1.84 |
| met5 | - | 0 |
## worst min-delay path by stage
stage / from / slack (ns) / cells past startpoint / endpoint
CTS: PC_instruction[12] / 2.24 / 0 / address[12]
global route: PC_instruction[14] / 2.24 / 0 / address[14]
finish: PC_instruction[9] / 2.24 / 0 / address[9]
Power is estimated from default activity; no workload was simulated.
